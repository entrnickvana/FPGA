`/design/flow/config.mk`:
```
export PLATFORM = sky130hd
export DESIGN_NAME = led_Mod
export DESIGN_NICKNAME = led_Mod
export VERILOG_FILES = /design/flow/design.v
export SDC_FILE = /design/flow/constraint.sdc
export NUM_CORES = 4
export LEC_CHECK = 1
export CORE_UTILIZATION = 40
```
`/design/flow/constraint.sdc`:
```
current_design led_Mod

set clk_period 4.2
set clk_io_pct 0.2

create_clock -name clk0 -period $clk_period [get_ports {x1}]

set non_clock_inputs [all_inputs -no_clocks]
set_input_delay [expr $clk_period * $clk_io_pct] -clock clk0 $non_clock_inputs
set_output_delay [expr $clk_period * $clk_io_pct] -clock clk0 [all_outputs]
```
`/design/flow/design.v`:
```
`timescale 1ns / 1ps
module led_Mod(
	input x1,
	input [7:0] switches,
	input bTop,
	input bBottom,
	input bLeft,
	input bRight,
	output [7:0] leds,
	output [3:0] anodes,
	output reg[7:0] SSD
	    );
	wire clock;
	wire stopButton;
	wire anode1;
	wire switch;
	reg [11:0] clockDivider;
	reg [28:0] counter;
	reg [3:0] anodesReg;
	reg [3:0] SSD_REG_OUT;   
	reg [1:0] segMux;
	wire[7:0] a; assign a = 8'b10001000;
	wire[7:0] b; assign b = 8'b10000011;
	wire[7:0] c; assign c = 8'b11000110;
	wire[7:0] d; assign d = 8'b10100001;
	wire[7:0] e; assign e = 8'b10000110;
	wire[7:0] f; assign f = 8'b10001110;
	wire[7:0] num0; assign num0 = 8'b11000000;
	wire[7:0] num1; assign num1 = 8'b11111001;
	wire[7:0] num2; assign num2 = 8'b10100100;
	wire[7:0] num3; assign num3 = 8'b10110000;
	wire[7:0] num4; assign num4 = 8'b10011001;
	wire[7:0] num5; assign num5 = 8'b10010010;
	wire[7:0] num6; assign num6 = 8'b10000010;
	wire[7:0] num7; assign num7 = 8'b11111000;
	wire[7:0] num8; assign num8 = 8'b10000000;
	wire[7:0] num9; assign num9 = 8'b10010000;
	wire[7:0] numA;
	wire[7:0] numB;
	wire[7:0] numC;
	wire[7:0] numD;
	wire[7:0] numE;
	wire[7:0] numF;
	assign numA = a;
	assign numB = b;
	assign numC = c;
	assign numD = d;
	assign numE = e;
	assign numF = f;
	assign clock = x1;
	assign stopButton = bBottom;
	assign leds = counter[28:21];
	initial counter = 0;
	initial anodesReg = 4'b0000;
	initial segMux = 2'b01;
	initial SSD_REG_OUT = 8'b00000000;
	initial clockDivider = 11'b00000000000;
	always@(posedge clock)
	begin
		if(stopButton == 1'b1) 
			begin
				counter <= counter;			
			end
		else 
			begin
				counter <= counter + 1'b1;			
			end
	end
	always @(posedge clock)
	begin
		if(clockDivider == 11'b10011100010)   
			begin
				segMux <= segMux + 1'b1;
				clockDivider <= 11'b00000000000;			
			end
		else 
			begin
				segMux <= segMux;
				clockDivider <= clockDivider + 1'b1;
			end
	end
	always @(posedge clock) 
	begin
		case(segMux)
		2'b00:begin
					anodesReg <= 4'b1110;
					SSD_REG_OUT <= switches[3:0];
			  end
		2'b01:begin
					anodesReg <= 4'b1101;
					SSD_REG_OUT <= switches[7:4];
			  end
		2'b10:begin
					anodesReg <= 4'b1011;		
					SSD_REG_OUT <= switches[3:0];
			  end
		2'b11:begin
					anodesReg <= 4'b0111;
					SSD_REG_OUT <= switches[7:4];
			  end
		endcase
	end
	assign anodes = anodesReg;	
	always @(*) 
	begin
		case(SSD_REG_OUT)
		4'd0:SSD = num0;
		4'd1:SSD = num1;
		4'd2:SSD = num2;
		4'd3:SSD = num3;
		4'd4:SSD = num4;
		4'd5:SSD = num5;
		4'd6:SSD = num6;
		4'd7:SSD = num7;
		4'd8:SSD = num8;
		4'd9:SSD = num9;
		4'd10:SSD = numA;
		4'd11:SSD = numB;
		4'd12:SSD = numC;
		4'd13:SSD = numD;
		4'd14:SSD = numE;
		4'd15:SSD = numF;
		endcase
	end
endmodule
```
`/design/flow/run.sh`:
```
#!/bin/bash
# OpenROAD 26Q1-2900-gdf79404cd8, Yosys 0.63+post, stock flow scripts
make -C /OpenROAD-flow-scripts/flow DESIGN_CONFIG=/design/flow/config.mk WORK_HOME=/design/flow/orfs finish
```
==> impl_metrics.json <==
{
  "rows": 29,
  "drive_above_1_share": 0.0916,
  "top_cells_by_count": "31 x edfxtp_1, 25 x xnor2_1, 20 x dfxtp_1",
  "fin_util": 0.480,
  "top_area_frac": 0.357,
  "min_to": "clockDivider[11]$_SDFF_PN0_",
  "cts_sinks": 51,
  "netlist_instances": 225,
  "yosys.area.top_type": "edfxtp_1",
  "vias": 1567,
  "fillCellCount": 572,
  "ys_ff": 51,
  "crit_fanout": 5,
  "synth.yosys.warnings": 1,
  "cp_slowest_cell": "clkdlybuf4s50_1",
  "setup_viol": 0,
  "io_pins": 33,
  "post-place-cells": 320,
  "insertion_delay_ns": 0.29,
  "clk_pin_slew_ns": 0.09,
  "path_class": "flip-flop to primary output",
  "cp-start-kind": "flip-flop",
  "worstMarginPinSlew_ns": 0.525,
  "dr.pass1.iters": 4,
  "post_cts_buffers": 0,
  "tritoncts": "done",
  "grt_pass1_wl_um": 6310,
  "antenna_left": 0,
  "hold_viol": 0,
  "crit_buf_inv": 2,
  "synth_area_um2": 2610,
  "io_buffers": 28,
  "grt_max_degree": 30,
  "leakagePower_nw": 1.14,
  "antenna_found_initial": 0,
  "dpl.hpwl_um": 2550,
  "grt_use_total": 0.123,
  "max_clock_freq_mhz": 341,
  "ctsHoldBuffers": 0,
  "grt.overflow.total": 0,
  "layout.cells.non_filler": 328,
  "seqCellArea_um2": 1330,
  "synth.avg_cell_area_um2": 11.6,
  "drv_slew": 0,
  "path_cells": "inv_1, ha_1, nor2b_1, or3b_2, o21ai_0, clkdlybuf4s50_1",
  "rrSetupSlack_ns": 2.28,
  "topCellsByArea": "edfxtp_1 36%, dfxtp_1 15%, xnor2_1 8.4%, ha_1 6.7%, xor2_1 3.7%",
  "max_stage_delay_ns": 0.47,
  "drc": 0,
  "gp_congestion": 0.757,
  "ir_drop_mv": 0.147,
  "min_path_cells": 1,
  "synth_seq_share": 0.510,
  "power_uw": 978,
  "r2r-end": "counter[20]$_DFFE_PN_",
  "status": "finished clean",
  "diodes": 0,
  "layout.area.comb_um2": 1150,
  "cp-end-kind": "primary output",
  "max_cap_viol_count": 0,
  "cp_top_family": "buffers and inverters",
  "cts.path.max_buffers": 2,
  "htree_levels": 2,
  "routed_via_density": 4.78,
  "clockRootBuffer": "clkbuf_8",
  "warnings": 38,
  "hp-start": "clockDivider[11]$_SDFF_PN0_",
  "yosys_area_um2": 2610,
  "required_ns": 3.36,
  "cts_resized": 0,
  "coreArea_um2": 6310,
  "r2r_start": "counter[0]$_DFFE_PN_",
  "synth-main-ff-cell": "edfxtp_1",
  "cts_buffers": 5,
  "die_width_um": 82.8,
  "grt_setup_unrepaired": "false",
  "drt_iter0_markers": 37,
  "async_reset_ff_frac": 0,
  "arrival_ns": 2.09,
  "relSlewSlack": 0.647,
  "enable_flop_cells": 31,
  "holdWs_ns": 0.463,
  "r2r_cells": 5,
  "hold_class": "flip-flop to flip-flop",
  "fin_setup_tns_ns": 0,
  "yosysUniqueCellTypes": 39,
  "grt_pass1_vias": 1463,
  "wire_per_inst_um": 11.3,
  "yosys_cells": 225,
  "most_common_cell": "edfxtp_1",
  "wl_um": 3700,
  "syn2layout_area_growth_pct": 16.1,
  "die_h_um": 82.8,
  "initCoreUtil": 0.413,
  "fp.dieArea_um2": 6850,
  "period_minus_slack_ns": 2.93,
  "skew_ns": 0.00252,
  "powerDensity_nw_per_um2": 323,
  "fin_crit_sh": 0.699
}
[area by class of cell]
class                      count  share of cell area
multi-input combinational    148               0.378
tap                           77              0.0318
clock buffer                   7              0.0355
timing repair buffer          29              0.0950
inverter                      15              0.0186
clock inverter                 1             0.00165
sequential                    51               0.439
[through the flow]
stage          setup slack, ns  area (µm²)
3_5_place_dp              1.58        2920
3_3_place_gp              1.57        2920
4_1_cts                   1.24        3030
5_1_grt                   1.09        3030
2_1_floorplan             2.16        2610
6_report                  1.27        3030
[where the power goes]
part	leakage (nW)	switching (mW)	internal, mW	total [mW]
Combinational	0.615	0.0259	0.0496	0.0756
Sequential	0.470	0.0270	0.556	0.583
Clock	0.0594	0.151	0.169	0.320
Total	1.14	0.204	0.774	0.978
[layout by cell type, fill, tap and decap left out, types with 2 or more instances in the layout]
cell type,Yosys,final
mux2_2,5,5
a22o_1,2,2
ha_1,14,14
and3_1,3,3
mux2i_1,4,4
inv_1,15,15
nand4_1,10,10
edfxtp_1,31,31
and2_1,2,2
xnor2_1,25,25
nand3_1,15,15
nand4_4,2,2
nor2_1,17,17
clkdlybuf4s50_1,0,28
clkbuf_8,0,6
nand2_1,15,15
xor2_1,11,11
dfxtp_1,20,20
nor3_1,3,3
nor4_4,2,2
[worst max path at each step]
stage	startpoint	to	slack (ns)	cells past startpoint
after global routing	SSD_REG_OUT[1]$_DFF_P_	SSD[0]	1.09	6
final	SSD_REG_OUT[1]$_DFF_P_	SSD[0]	1.27	6
after CTS	SSD_REG_OUT[1]$_DFF_P_	SSD[0]	1.24	6
[layer usage]
metal	part of all wire	vias to the layer above	global-route usage
li1	-	827	-
met1	0.52	714	0.196
met2	0.44	24	0.189
met3	0.037	2	0.0255
met4	0.0054	0	0.0121
met5	0	-	0
[state kept, by name (all words and copies together), names as in the netlist]
| name | count |
|---|---|
| counter | 29 |
| segMux | 2 |
| SSD_REG_OUT | 4 |
| clockDivider | 12 |
| anodesReg | 4 |
[kinds of logic after synthesis]
kind of cell	count (synthesis)	synth area share
simple gates	80	0.186
flops	51	0.510
xor+xnor	36	0.121
buf+inv	26	0.0508
fa+ha+maj	14	0.0671
mux	10	0.0455
compound gates	7	0.0187
other cells	1	0.00144
Power and IR drop assume default switching activity.
